==> ./design.v <==
module part3(ClockIn, Resetn, Start, Letter, DotDashOut);
	input ClockIn;
	input Resetn;
	input Start;
	input [2:0]Letter;
	output DotDashOut;
	wire [11:0]encoding;
	wire Enablew;
	wire w1;
	assign w1 = Enablew|Start;
	mux8to1 mux(Letter[2:0], encoding[11:0]);
	RateDivider ratediv (.d(28'b0000000000000000000011111001),.ParLoad(w1),.Clearb(Resetn),.Enable(Enablew),.clock(ClockIn));  
	shift_reg shifter(.clock(ClockIn), .reset_n(Resetn), .ParallelLoadn(Start), .Enable(Enablew), .Data_IN(encoding[11:0]), .Q(DotDashOut));
endmodule
module shift_reg(clock, reset_n, ParallelLoadn, Enable, Data_IN, Q);
	input clock;
	input reset_n;
	input ParallelLoadn;
	input [11:0]Data_IN;
	input Enable;
	output reg Q;
	reg [11:0]bits;
	always@(posedge clock or negedge reset_n)  
		if (reset_n==1'b0)
		begin
			bits <= 12'b000000000000;
			Q<=1'b0;
		end
		else if (ParallelLoadn==1'b1)
		begin
			bits<=Data_IN;
			Q<=1'b1;
		end
		else if (Enable==1'b1)
		begin
			Q<=bits[11];
			bits <= {bits[10:0],bits[11]};
		end
endmodule
module RateDivider(d,ParLoad,Clearb,Enable,clock);
	output Enable;
	input [27:0]d; 
	input Clearb, clock, ParLoad;
	reg[27:0] q; 
	always@(posedge clock, negedge Clearb) 
	begin
		if(Clearb==1'b0) 
			q <= 28'b0000000000000000000000000000; 
		else if(ParLoad  ==  1'b1) 
			q <= d; 
		else   
			q <= q - 1; 
	end 
	assign Enable=(q[27:0]==28'b0000000000000000000000000000)?1:0;
endmodule
module mux8to1(Letter, encoding);
	input [2:0]Letter;
	output reg [11:0]encoding;
	always@(*)
	begin
		case(Letter[2:0])
			3'b000: encoding[11:0]  = 12'b101110000000;
			3'b001: encoding[11:0]  = 12'b111010101000;
			3'b010: encoding[11:0]  = 12'b111010111010;
			3'b011: encoding[11:0]  = 12'b111010100000;
			3'b100: encoding[11:0]  = 12'b100000000000;
			3'b101: encoding[11:0]  = 12'b101011101000;
			3'b110: encoding[11:0]  = 12'b111011101000;
			3'b111: encoding[11:0]  = 12'b101010100000;
			default encoding[11:0]  = 12'b000000000000;
		endcase
	end
endmodule 
==> ./run.sh <==
#!/bin/bash
# OpenROAD 26Q1-2900-gdf79404cd8, Yosys 0.63+post, stock flow scripts
make -C /OpenROAD-flow-scripts/flow DESIGN_CONFIG=/design/flow/config.mk WORK_HOME=/design/flow/orfs finish
==> ./config.mk <==
export PLATFORM = sky130hd
export DESIGN_NAME = part3
export DESIGN_NICKNAME = part3
export VERILOG_FILES = /design/flow/design.v
export SDC_FILE = /design/flow/constraint.sdc
export NUM_CORES = 4
export LEC_CHECK = 1
export CORE_UTILIZATION = 30
==> ./constraint.sdc <==
current_design part3

set clk_period 7.8
set clk_io_pct 0.2

create_clock -name clk0 -period $clk_period [get_ports {ClockIn}]

set non_clock_inputs [all_inputs -no_clocks]
set_input_delay [expr $clk_period * $clk_io_pct] -clock clk0 $non_clock_inputs
set_output_delay [expr $clk_period * $clk_io_pct] -clock clk0 [all_outputs]
==> impl_metrics.csv <==
group,metric,value,unit
sta,worst_slew_pin_slew,0.842,ns
floorplanning,fp-row-count,30,
hold_path,timing.hold.worst_path_depth,1,
floorplanning,num_io_pins,7,
sta,finalHoldViolations,0,
floorplanning,core-area,6760,um^2
drt,wirelength_routed,4.29,mm
critical_path,max_stage_delay,0.68,ns
logic_synthesis,enable_flop_cells,0,
logic_synthesis,synth.cells.most_frequent,"41 x sky130_fd_sc_hd__dfrtp_1, 20 x sky130_fd_sc_hd__nand3_1, 18 x sky130_fd_sc_hd__a21oi_1",
sta,rsz0062_at_grt,"no",
critical_path,cp.buffers_inverters,2,
drt,routed-via-count,1686,
cts,cts_tree,"done",
critical_path,cp_num_cells,4,
logic_synthesis,post-synth-top-area-cell,"sky130_fd_sc_hd__dfrtp_1",
critical_path,required,7.94,ns
sta,relSlewSlack,43.9,%
critical_path,r2r_cells,4,
logic_synthesis,yosys-stat-cells,221,
global_route,number_of_global_route_vias_before_repair,1612,
logic_synthesis,yosys.stat.seqShare,49.0,%
critical_path,critical_path.cell_chain,"clkdlybuf4s50_1, clkinv_1, o21ai_2, nor2_1",
floorplanning,chip_area,7320,um^2
logic_synthesis,synth.area.top_cells,"sky130_fd_sc_hd__dfrtp_1 49%, sky130_fd_sc_hd__nand3_1 4.8%, sky130_fd_sc_hd__a21oi_1 4.3%, sky130_fd_sc_hd__o21ai_0 3.8%, sky130_fd_sc_hd__xor2_1 3.8%",
logic_synthesis,asyncSetResetFlopFracSynth,100,%
cts,clk_pin_slew_worst_paths,0.08,ns
drt,count_of_routing_violations_after_the_opening_detailed_route_iteration,80,
global_route,grt_max_degree,42,
cells_and_area,fillers,680,
status,status,"completed",
critical_path,startpoint,"Start",
floorplanning,core_util_floorplan,31.0,%
critical_path,timing.critical_path.fanout_max,19,
hold_path,hold_path.startpoint,"ratediv.q[0]",
power,total_leakage_power,0.940,nW
drt,routed_wire_length_per_instance,14.0,um
critical_path,crit_family,"buffers and inverters",
power,max-vdd-ir-drop,0.0883,mV
drt,remaining_routing_drc_violations,0,
floorplanning,die-height,85.5,um
critical_path,reg2reg_from,"ratediv.q[19]",
logic_synthesis,post-synth-top-area-fraction,49.0,%
critical_path,startpoint_type,"primary input",
critical_path,worstSetupEndpointType,"flip-flop",
global_route,grtUsageTotal,12.8,%
drt,detail_route.antenna_diodes,0,
cts,tritoncts.num_buffers,5,
sta,setup_tns,0,ns
cts,ctsHoldBuffers,0,
sta,timing.final.crit_period,3.24,ns
drt,ant_nets,0,
sta,layout_worst_path_cycle_share,41.6,%
global_route,antenna_found_initial,0,
critical_path,setup.worst_path.class,"in2reg",
critical_path,cp_slowest_cell,"sky130_fd_sc_hd__clkdlybuf4s50_1",
hold_path,worst_hold_path_type,"reg2reg",
cts,clkSinkCount,41,
sta,fin_skew,0.00862,ns
floorplanning,die.size.x,85.5,um
place,dpl.hpwl,2.78,mm
critical_path,data_arrival_at_the_endpoint_of_the_critical_path,3.39,ns
cells_and_area,layout-drive-gt1-share,8.41,%
logic_synthesis,numSynthFlops,41,
power,pwr_density_cell,192,nW/um^2
power,total_power,0.451,mW
cts,clk_path_buf_depth,2,
logic_synthesis,synth_cell_area,2090,um^2
cts,h-tree-depth,2,
cts,worst_skew_pair.late_latency,0.30,ns
global_route,total_congestion_overflow,0,
drt,vias_per_cell,5.51,
logic_synthesis,yosysUniqueCellTypes,35,
place,gp_routability_congestion,0.792,
logic_synthesis,ys.flop_type,"sky130_fd_sc_hd__dfrtp_1",
cts,cts_root_buf,"sky130_fd_sc_hd__clkbuf_8",
logic_synthesis,synthesis.area_per_instance,9.47,um^2
logic_synthesis,post_synthesis_cell_count,221,
run,warning_count,27,
logic_synthesis,yosysWarnings,3,
logic_synthesis,yosys.cell_count.top_type,"sky130_fd_sc_hd__dfrtp_1",
drt,first_pass_iters,4,
cells_and_area,final_core_utilization,34.8,%
sta,final_setup_violating_endpoints,0,
cells_and_area,area_growth,12.4,%
cts,cts-resized-gates,0,
sta,slew_violations,0,
cts,postCtsSetupBuffers,0,
global_route,wire_length_of_the_first_global_routing_pass,7.54,mm
logic_synthesis,yosysChipArea,2090,um^2
run,maxCapViolCount,0,
place,io_buffers,6,
sta,max_clock_freq,308,MHz
## path summary, 6_finish.rpt
| path | end | slack (ns) |
|---|---|---|
| min | ratediv.q[0] | 0.53 |
| max in group asynchronous | ratediv.q[23] | 6.12 |
| max reg2reg | ratediv.q[10] | 5.16 |
| max | ratediv.q[10] | 4.56 |
| min reg2reg | ratediv.q[0] | 0.53 |
| min in group asynchronous | ratediv.q[3] | 1.32 |
## power by group
group	internal [mW]	switching, mW	leakage, nW
logic	0.00954	0.0159	0.364
registers	0.219	0.00497	0.508
clock network	0.127	0.0745	0.0681
## sequential cells by signal, indices dropped and copies added (netlist names)
register / cells
shifter.Q: 1
ratediv.q: 28
shifter.bits: 12
## cells by family (layout without fill, tap and decap cells)
group	Yosys count	count (layout)	synth area share (%)
buffers and inverters	17	22	3.23
adders and majority gates	4	4	2.39
DFF	41	41	49.0
and+or+nand+nor	91	91	24.5
xor gates and xnor gates	11	11	4.60
AOI/OAI and AO/OA	57	57	16.3
## layer usage
layer	global-route usage (%)	vias to the layer above	part of all wire, %
li1	-	838	-
met4	1.21	0	0.79
met1	21.1	812	54
met2	18.7	31	42
met5	0	-	0
met3	2.34	5	3.4
## layout make-up
type	count	area, um^2	share of cell area, %
multi-input combinational	163	1000	42.5
timing repair buffer	8	70.1	2.98
sequential	41	1030	43.6
inverter	6	22.5	0.957
clock inverter	3	65.1	2.77
tap	80	100	4.26
clock buffer	5	68.8	2.93
## stage by stage
| step | area (um^2) | hold WS [ns] | worst slack, ns | cells |
|---|---|---|---|---|
| floorplan | 2090 | 0.464 | 5.14 | 221 |
| global placement | 2220 | 0.505 | 4.33 | 298 |
| detailed placement | 2220 | 0.508 | 4.25 | 298 |
| CTS | 2350 | 0.520 | 4.55 | 306 |
| global route | 2350 | 0.560 | 4.40 | 306 |
| finish | 2350 | 0.526 | 4.56 | 306 |
## layout by cell type, fill, tap and decap left out, types with 6 or more instances in the layout
master	n
sky130_fd_sc_hd__or3_1	6
sky130_fd_sc_hd__a21oi_1	18
sky130_fd_sc_hd__o31ai_1	9
sky130_fd_sc_hd__nor2_1	15
sky130_fd_sc_hd__nand3_1	20
sky130_fd_sc_hd__xor2_1	9
sky130_fd_sc_hd__o21ai_0	16
sky130_fd_sc_hd__a31oi_1	8
sky130_fd_sc_hd__or4_1	10
sky130_fd_sc_hd__nand2_1	13
sky130_fd_sc_hd__dfrtp_1	41
Power is estimated from default activity; no workload was simulated.
